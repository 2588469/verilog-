**./config.mk**
```make
export PLATFORM = sky130hd
export DESIGN_NAME = ram_en_switch
export DESIGN_NICKNAME = ram_en_switch
export VERILOG_FILES = /design/flow/design.v
export SDC_FILE = /design/flow/constraint.sdc
export NUM_CORES = 4
export LEC_CHECK = 1
export CORE_AREA = 10 10 344 344
export DIE_AREA = 0 0 354 354
```
**./constraint.sdc**
```tcl
current_design ram_en_switch

set clk_period 9.1
set clk_io_pct 0.2

create_clock -name clk0 -period $clk_period

set non_clock_inputs [all_inputs -no_clocks]
set_input_delay [expr $clk_period * $clk_io_pct] -clock clk0 $non_clock_inputs
set_output_delay [expr $clk_period * $clk_io_pct] -clock clk0 [all_outputs]
```
**./run.sh**
```bash
#!/bin/bash
# OpenROAD 26Q1-2900-gdf79404cd8, Yosys 0.63+post, stock flow scripts
make -C /OpenROAD-flow-scripts/flow DESIGN_CONFIG=/design/flow/config.mk WORK_HOME=/design/flow/orfs finish
```
**./design.v**
```verilog
`timescale 1ns / 1ps
module ram_en_switch
(
	input		[31:0]			addr			,
	input						bram_en			,
	output		[24:0]			bram_en_out		,
	input		[25*32-1:0]		bram_data_in	,
	output		[31:0]			bram_data_out	
	);
assign bram_en_out[0]	= (addr[19:12]==(8'h00))?bram_en:1'b0;
assign bram_en_out[1]	= (addr[19:12]==(8'h01))?bram_en:1'b0;
assign bram_en_out[2]	= (addr[19:12]==(8'h02))?bram_en:1'b0;
assign bram_en_out[3]	= (addr[19:12]==(8'h03))?bram_en:1'b0;
assign bram_en_out[4]	= (addr[19:12]==(8'h04))?bram_en:1'b0;
assign bram_en_out[5]	= (addr[19:12]==(8'h05))?bram_en:1'b0;
assign bram_en_out[6]	= (addr[19:12]==(8'h06))?bram_en:1'b0;
assign bram_en_out[7]	= (addr[19:12]==(8'h07))?bram_en:1'b0;
assign bram_en_out[8]	= (addr[19:12]==(8'h08))?bram_en:1'b0;
assign bram_en_out[9]	= (addr[19:12]==(8'h09))?bram_en:1'b0;
assign bram_en_out[10]	= (addr[19:12]==(8'h0a))?bram_en:1'b0;
assign bram_en_out[11]	= (addr[19:12]==(8'h0b))?bram_en:1'b0;
assign bram_en_out[12]	= (addr[19:12]==(8'h0c))?bram_en:1'b0;
assign bram_en_out[13]	= (addr[19:12]==(8'h0d))?bram_en:1'b0;
assign bram_en_out[14]	= (addr[19:12]==(8'h0e))?bram_en:1'b0;
assign bram_en_out[15]	= (addr[19:12]==(8'h0f))?bram_en:1'b0;
assign bram_en_out[16]	= (addr[19:12]==(8'h10))?bram_en:1'b0;
assign bram_en_out[17]	= (addr[19:12]==(8'h11))?bram_en:1'b0;
assign bram_en_out[18]	= (addr[19:12]==(8'h12))?bram_en:1'b0;
assign bram_en_out[19]	= (addr[19:12]==(8'h13))?bram_en:1'b0;
assign bram_en_out[20]	= (addr[19:12]==(8'h14))?bram_en:1'b0;
assign bram_en_out[21]	= (addr[19:12]==(8'h15))?bram_en:1'b0;
assign bram_en_out[22]	= (addr[19:12]==(8'h16))?bram_en:1'b0;
assign bram_en_out[23]	= (addr[19:12]==(8'h17))?bram_en:1'b0;
assign bram_en_out[24]	= (addr[19:12]==(8'h18))?bram_en:1'b0;
assign bram_data_out	= (addr[19:12]==(8'h00))?bram_data_in[(1*32)-1:0*32]	:
						((addr[19:12]==(8'h01))?bram_data_in[(2*32)-1:1*32]	:
						((addr[19:12]==(8'h02))?bram_data_in[(3*32)-1:2*32]	:
						((addr[19:12]==(8'h03))?bram_data_in[(4*32)-1:3*32]	:
						((addr[19:12]==(8'h04))?bram_data_in[(5*32)-1:4*32]	:
						((addr[19:12]==(8'h05))?bram_data_in[(6*32)-1:5*32]	:
						((addr[19:12]==(8'h06))?bram_data_in[(7*32)-1:6*32]	:
						((addr[19:12]==(8'h07))?bram_data_in[(8*32)-1:7*32]	:
						((addr[19:12]==(8'h08))?bram_data_in[(9*32)-1:8*32]	:
						((addr[19:12]==(8'h09))?bram_data_in[(10*32)-1:9*32]	:
						((addr[19:12]==(8'h0a))?bram_data_in[(11*32)-1:10*32]	:
						((addr[19:12]==(8'h0b))?bram_data_in[(12*32)-1:11*32]	:
						((addr[19:12]==(8'h0c))?bram_data_in[(13*32)-1:12*32]	:
						((addr[19:12]==(8'h0d))?bram_data_in[(14*32)-1:13*32]	:
						((addr[19:12]==(8'h0e))?bram_data_in[(15*32)-1:14*32]	:
						((addr[19:12]==(8'h0f))?bram_data_in[(16*32)-1:15*32]	:
						((addr[19:12]==(8'h10))?bram_data_in[(17*32)-1:16*32]	:
						((addr[19:12]==(8'h11))?bram_data_in[(18*32)-1:17*32]	:
						((addr[19:12]==(8'h12))?bram_data_in[(19*32)-1:18*32]	:
						((addr[19:12]==(8'h13))?bram_data_in[(20*32)-1:19*32]	:
						((addr[19:12]==(8'h14))?bram_data_in[(21*32)-1:20*32]	:
						((addr[19:12]==(8'h15))?bram_data_in[(22*32)-1:21*32]	:
						((addr[19:12]==(8'h16))?bram_data_in[(23*32)-1:22*32]	:
						((addr[19:12]==(8'h17))?bram_data_in[(24*32)-1:23*32]	:
						((addr[19:12]==(8'h18))?bram_data_in[(25*32)-1:24*32]	:32'd0
						))))))))))))))))))))))));
endmodule
```
==> results.yml <==
# yosys + openroad results
route:
  routed_wl_um: 153000
  vias: 15900
  antenna_left: 0
  drc: 0
  drt-initial-drc-count: 1517
  vias_per_cell: 4.45
  wl_per_cell_um: 42.8
  drt-pass1-iter-count: 7
global_route:
  grt_overflow: 0
  grt_pass1_wl_um: 186000
  track_usage_pct: 23.3
  grt_max_degree: 53
  grt_pass1_vias: 15800
  grt_antenna_before_repair: 131
cells_and_area:
  drive_gt1_share_pct: 10.6
  clkbuf_count: 0
  stdcell_count: 3567
  syn_to_final_growth_pct: 143
  seq_area_um2: 0
  seq_cell_count: 0
  finalInstanceArea_mm2: 0.0187
setup_path:
  worstSetupPathType: "in -> out"
  startpoint: "addr[19]"
  crit_arrival_ns: 6.32
  path_max_fanout: 19
  crit_path_end_kind: "output pin"
  cp-start-kind: "primary input"
  endpoint: "bram_data_out[21]"
  critPathRequiredTime_ns: 7.28
cts:
  ctsResizeCount: 0
  post_cts_buffers: 0
  hold_buffers: 0
pwr:
  vdd_drop_max_mv: 0.0159
  p_leak_nw: 6.18
  powerDensity_mw_per_mm2: 36.9
die:
  die-height_um: 354
  die_area_mm2: 0.125
  fp_util_pct: 6.95
  rows: 122
  io_pins: 890
  die_width_um: 354
  core_mm2: 0.111
synth:
  avgSynthCellArea_um2: 6.38
  yosysUniqueCellTypes: 76
  synth_seq_share_pct: 0
  ys_cells: 1205
  ys_warn_count: 0
  synth_area_mm2: 0.00769
  syn_inst: 1205
  ys_area_mm2: 0.00769
sta:
  min_period_ns: 8.14
  clock.fmax_ghz: 0.123
  setup_viol: 0
  slew_viol_final: 0
  period_used_pct: 89.4
  slew_headroom_pct: 2.49
  tns_ns: 0
  rsz0062_at_grt: "no"
  max_slew.worst_pin.slew_ns: 1.43
  hold_viol: 0
flow_run:
  tool_warnings: 56
  maxCapViolCount: 0
placed_design:
  placed_cell_area_mm2: 0.0186
  gp_congestion: 0.945
  hpwl_um: 132000
  place_inst: 3544
  io_buffer_count: 866
run_status:
  outcome: "completed"
worst_hold_path:
  hp-class: "in -> out"
worst max-delay path, cell delays in order:
cell and delay, ns:
clkdlybuf4s50_1 0.51, or4_2 0.97, buf_4 0.42, a2111oi_0 1.26
o21ai_1 0.41, a211o_1 0.39, clkdlybuf4s50_1 0.52
worst min-delay path by stage:
stage / startpoint / end / slack (ns) / depth (start not counted)
after global routing: bram_data_in[26] / bram_data_out[26] / 4.64 / 4
after CTS: bram_data_in[8] / bram_data_out[8] / 4.64 / 4
final: bram_data_in[8] / bram_data_out[8] / 4.63 / 4
layer usage:
metal / GRT usage, % / part of all wire [%] / up-vias
met3: 8.76 / 9.7 / 251
met1: 29.0 / 40 / 7812
met2: 38.5 / 47 / 1066
li1: - / - / 6608
met4: 4.54 / 2.4 / 136
met5: 0 / 0.56 / -
cells in the mapped netlist (all sizes together), types with 4 or more instances:
| cell | count | area (um2) |
|---|---|---|
| o32ai | 4 | 35.0 |
| o31ai | 4 | 30.0 |
| o22a | 5 | 43.8 |
| o22ai | 94 | 588 |
| nand2b | 7 | 43.8 |
| a31oi | 21 | 131 |
| nand4 | 7 | 43.8 |
| mux4 | 18 | 405 |
| nor3 | 33 | 235 |
| mux2i | 45 | 450 |
| mux2 | 31 | 349 |
| a221o | 8 | 80.1 |
| nor4 | 5 | 37.5 |
| o211ai | 23 | 173 |
| nand2 | 106 | 405 |
| buf | 67 | 359 |
| or3 | 4 | 25.0 |
| o21ai | 124 | 621 |
| nor2b | 8 | 50.1 |
| and2 | 13 | 81.3 |
| a22oi | 35 | 263 |
| a2111oi | 8 | 70.1 |
| clkbuf | 60 | 225 |
| nand3 | 31 | 155 |
| a222oi | 13 | 130 |
| a21o | 5 | 37.5 |
| o21a | 4 | 30.0 |
| o2111ai | 7 | 61.3 |
| a211oi | 27 | 208 |
| nor2 | 106 | 434 |
| a2bb2oi | 7 | 61.3 |
| and3 | 14 | 87.6 |
| nor3b | 6 | 50.1 |
| a21oi | 141 | 706 |
| a22o | 15 | 131 |
| a221oi | 23 | 201 |
| o221ai | 29 | 254 |
layout by cell type, fill, tap and decap left out, types with 8 or more instances in the layout:
| master | Yosys | layout |
|---|---|---|
| o211ai_1 | 23 | 23 |
| clkdlybuf4s50_1 | 0 | 862 |
| nand2_1 | 103 | 103 |
| nor2_2 | 2 | 10 |
| o21ai_0 | 111 | 111 |
| mux4_2 | 18 | 18 |
| buf_4 | 8 | 111 |
| a22o_1 | 15 | 15 |
| a2111oi_0 | 8 | 8 |
| nand3_1 | 31 | 30 |
| diode_2 | 0 | 23 |
| a22oi_1 | 35 | 35 |
| nor2_1 | 101 | 90 |
| a21oi_1 | 141 | 141 |
| a221o_1 | 8 | 8 |
| mux2i_1 | 45 | 45 |
| and3_1 | 14 | 14 |
| mux2_2 | 31 | 31 |
| o221ai_1 | 29 | 29 |
| a31oi_1 | 21 | 21 |
| a222oi_1 | 13 | 13 |
| a211oi_1 | 26 | 25 |
| a221oi_1 | 23 | 23 |
| o21ai_1 | 13 | 13 |
| nor3_1 | 24 | 21 |
| and2_1 | 13 | 13 |
| o22ai_1 | 94 | 94 |
layout make-up:
class	instances	area, um2
fillers	12600	92000
repair buffers	978	9520
multi-input cells	1075	7240
well taps	1488	1860
diodes	23	57.6
inverters	3	11.3
metrics by stage:
step                hold WS [ns]  setup slack [ns]  utilization (%)  power, mW
floorplan                   3.71              3.70                -      0.149
global placement            4.66             0.974             16.8      0.690
detailed placement          4.64              1.01             16.8      0.690
CTS                         4.64              1.01             16.8      0.694
global route                4.64              1.03             16.9      0.717
finish                      4.63             0.960             16.9      0.690
power breakdown:
group / switching [mW] / leakage [nW] / internal [mW] / total, mW
registers: 0 / 0 / 0 / 0
logic: 0.290 / 6.18 / 0.400 / 0.690
clock network: 0 / 0.000146 / 0.000000310 / 0.000000310
total: 0.290 / 6.18 / 0.400 / 0.690
kinds of logic (layout without fill, tap and decap cells):
| kind of cell | count (synthesis) | after routing | share of synthesized area, % |
|---|---|---|---|
| AOI/OAI and AO/OA | 625 | 625 | 53.4 |
| buffers and inverters | 130 | 981 | 7.74 |
| muxes | 94 | 94 | 15.7 |
| other | 0 | 23 | 0 |
| and+or+nand+nor | 356 | 356 | 23.2 |
No activity file was given, so power comes from the tool's default toggle rates.
