File: flow/config.mk
export PLATFORM = sky130hd
export DESIGN_NAME = axi_lite_slave
export DESIGN_NICKNAME = axi_lite_slave
export VERILOG_FILES = /design/flow/design.v
export SDC_FILE = /design/flow/constraint.sdc
export NUM_CORES = 4
export LEC_CHECK = 1
export CORE_AREA = 10 10 151 151
export DIE_AREA = 0 0 161 161
File: flow/constraint.sdc
current_design axi_lite_slave

set clk_period 5.1
set clk_io_pct 0.2

create_clock -name clk0 -period $clk_period [get_ports {clk}]

set non_clock_inputs [all_inputs -no_clocks]
set_input_delay [expr $clk_period * $clk_io_pct] -clock clk0 $non_clock_inputs
set_output_delay [expr $clk_period * $clk_io_pct] -clock clk0 [all_outputs]
File: flow/design.v
`timescale 1ns/100ps
module axi_lite_slave #(
	parameter	BASE_ADDR	= 32'h0000_0000						,
	parameter	MEM_SIZE	= 32'h0002_0000						
	) (
	input								rst_n				,
	input								clk					,
	input								s_axi_awvalid		,
	input			[31:0]				s_axi_awaddr		,
	output								s_axi_awready		,
	input								s_axi_wvalid		,
	input			[31:0]				s_axi_wdata			,
	input			[3:0]				s_axi_wstrb			,
	output								s_axi_wready		,
	output								s_axi_bvalid		,
	output			[1:0]				s_axi_bresp			,
	input								s_axi_bready		,
	input								s_axi_arvalid		,
	input			[31:0]				s_axi_araddr		,
	output								s_axi_arready		,
	output								s_axi_rvalid		,
	output			[1:0]				s_axi_rresp			,
	output			[31:0]				s_axi_rdata			,
	input								s_axi_rready		,
	(* X_INTERFACE_INFO = "xilinx.com:interface:bram:1.0 bram_port CLK" *)
	output								bram_clk			,
	(* X_INTERFACE_INFO = "xilinx.com:interface:bram:1.0 bram_port RST" *)
	output								bram_rst			,
	(* X_INTERFACE_INFO = "xilinx.com:interface:bram:1.0 bram_port WE" *)
	output			[3:0]				bram_we				,
	(* X_INTERFACE_INFO = "xilinx.com:interface:bram:1.0 bram_port ADDR" *)
	output			[31:0]				bram_addr			,
	(* X_INTERFACE_INFO = "xilinx.com:interface:bram:1.0 bram_port DOUT" *)
	output			[31:0]				bram_dout			,
	(* X_INTERFACE_INFO = "xilinx.com:interface:bram:1.0 bram_port DIN" *)
	input			[31:0]				bram_din			,
	(* X_INTERFACE_INFO = "xilinx.com:interface:bram:1.0 bram_port EN" *)
	output								bram_en				
	);
	localparam		BUS_IDLE_STATE			= 4'd0			;
	localparam		WRITE_DATA_STATE		= 4'd1			;
	localparam		WRITE_RESP_STATE		= 4'd2			;
	localparam		READ_DATA_STATE			= 4'd3			;
	reg				[3:0]				state_r				;
	always @(posedge clk or negedge rst_n)
		begin
			if(!rst_n)
				begin
					state_r <= BUS_IDLE_STATE;
				end
			else
				begin
					case(state_r)
						BUS_IDLE_STATE:
							begin 
								if( s_axi_awvalid &s_axi_arvalid & s_axi_awvalid & s_axi_awready )
									begin
										state_r <= WRITE_DATA_STATE;
									end
								else if( s_axi_awvalid & s_axi_awready)
									begin
										state_r <= WRITE_DATA_STATE;
									end
								else if( s_axi_arvalid & s_axi_arready)
									begin
										state_r <= READ_DATA_STATE;
									end
								else
									begin
										state_r <= BUS_IDLE_STATE;
									end
							end
						WRITE_DATA_STATE:
							begin
								if( s_axi_wvalid & s_axi_wready )
									begin
										state_r <= WRITE_RESP_STATE;
									end
								else
									begin
										state_r <= WRITE_DATA_STATE;
									end
							end
						WRITE_RESP_STATE:
							begin
								if( s_axi_bvalid & s_axi_bready )
									begin
										state_r <= BUS_IDLE_STATE;
									end
								else
									begin
										state_r <= WRITE_RESP_STATE;
									end
							end
						READ_DATA_STATE:
							begin
								if( s_axi_rvalid & s_axi_rready )
									begin
										state_r <= BUS_IDLE_STATE;
									end
								else
									begin
										state_r <= READ_DATA_STATE;
									end
							end
					endcase
				end
		end
assign s_axi_awready			= ( state_r == BUS_IDLE_STATE )? 1'b1 : 1'b0 ;
reg			[31:0]		addr_lock_r		;
always@(posedge clk or negedge rst_n)
	begin
		if(!rst_n)
			begin
				addr_lock_r	<= 32'h0000_0000;
			end
		else if(s_axi_awready&s_axi_awvalid)
			begin
				addr_lock_r <= s_axi_awaddr - BASE_ADDR ;
			end
		else if(s_axi_arready&s_axi_arvalid)
			begin
				addr_lock_r <= s_axi_araddr - BASE_ADDR ;
			end
	end
assign s_axi_wready			= ( state_r == WRITE_DATA_STATE )?1'b1:1'b0;
assign s_axi_bvalid = ( state_r == WRITE_RESP_STATE )?1'b1:1'b0;
assign s_axi_arready			= ( state_r == BUS_IDLE_STATE )? 1'b1 : 1'b0 ;
assign bram_we = ( state_r==WRITE_DATA_STATE )?s_axi_wstrb:4'h0;
assign s_axi_rresp = 2'b00;
assign s_axi_bresp = 2'b00;
assign bram_addr = addr_lock_r;
assign bram_clk = clk;
assign bram_rst = ~rst_n;
assign bram_dout = (bram_en&(|bram_we))?s_axi_wdata:32'd0;
assign s_axi_rdata = (s_axi_rvalid&s_axi_rready)?bram_din:32'd0;
assign bram_en = ( 
					( s_axi_wready & s_axi_wvalid )|
					( s_axi_arready & s_axi_arvalid )
					)?1'b1:1'b0;
assign s_axi_rvalid = ( state_r==READ_DATA_STATE )?1'b1:1'b0;
endmodule
File: flow/run.sh
#!/bin/bash
# OpenROAD 26Q1-2900-gdf79404cd8, Yosys 0.63+post, stock flow scripts
make -C /OpenROAD-flow-scripts/flow DESIGN_CONFIG=/design/flow/config.mk WORK_HOME=/design/flow/orfs finish
==> job_summary.md <==
### Flow metrics

| Metric | Value |
|---|---|
| Commonest cells in the netlist | `and3_1 (62), dfrtp_1 (35), nand4bb_1 (32), nand3b_1 (31), o211a_1 (30)` |
| Pleak | `0.00221 µW` |
| RSZ-0062 raised after global routing | `no` |
| CP Class | `clk -> out` |
| Status | `finished, final reports clean` |
| Worst slew margin | `0.387` |
| Drt wl/cell | `18.1 µm` |
| Syn. warnings | `1` |
| Cell Type Count | `23` |
| Fin Clk Skew | `3.22 ps` |
| Largest net degree at the start of global routing | `slightly below 70` |
| Init Core Util | `0.130` |
| Register area share after synthesis | `0.354` |
| Pre-CTS setup slack | `1020 ps` |
| Die y size | `161 µm` |
| Resize count post-CTS | `0` |
| Peak VDD IR | `0.000151 V` |
| Clock power frac | `0.267` |
| Worst min path class | `reg -> reg` |
| Crit start category | `clock port` |
| Asr flop ratio synth | `1.00` |
| Layout cells sized above 1 | `0.0502` |
| Sequential power share | `0.314` |
| Pre-Repair DR Iteration Count | `4` |
| DR vias | `approximately 2900` |
| Least-Margin Pin Slew | `just over 900 ps` |
| Final HPWL DP | `10200 µm` |
| Num ports | `~250` |
| Initial antenna violation count | `0` |
| Row count | `51` |
| Critical Path Fanout Max | `2` |
| Crit end category | `output pin` |
| Worst EP required | `4080 ps` |
| Metal2 WL | `6740 µm` |
| Data arrival, critical path | `~3200 ps` |
| Fin. Hold Viols | `0` |
| Setup violators final | `0` |
| Worst path most repeated cell | `clkbuf_16` |
| Vias in the first global route | `3277` |
| Power share of the combinational group | `0.419` |
| CP max stage delay | `390 ps` |
| Remaining DRCs | `0` |
| Clk slew on worst S/H paths | `50 ps` |
| Max-slew violation count | `0` |
| Yosys top cell by area | `dfrtp_1` |
| Met1 wire length | `around 5600 µm` |
| # port buffers | `246` |
| DRT iter0 DRCs | `116` |
| Hold buffer count at CTS | `0` |
| Met3 wire len | `908 µm` |
| DRT antenna net count | `0` |
| EDFF count, synth | `0` |
| Cell-internal power | `1190 µW` |
| GRT overflow | `0` |
| Global-route wire length before repair | `20400 µm` |
| Tool Warnings | `26` |
| GRT Util Overall | `0.0989` |
| Vias per Instance | `3.95` |
| Die W | `161 µm` |
| Worst skew pair latency | `400 ps` |
| Chip Area | `approximately 26000 µm²` |
| Highest metal used | `met4` |
| Yosys Instances | `around 250` |
| Max-cap viol count | `0` |
| Syn-to-layout area delta | `111%` |
| Core Region | `19500 µm²` |
| P_sw | `409 µW` |
| Setup Fix Bufs, Post-CTS | `0` |
| Post-Synthesis Cell Area | `between 2000 and 3000 µm²` |
| Main flop type | `dfrtp_1` |
| Top cells by area | `dfrtp_1 (34%), and3_1 (15%), nand4bb_1 (14%), o211a_1 (12%), nand3b_1 (9.1%)` |
| Sw frac | `0.255` |
| Mapped Cells | `252` |
| Crit-path cells | `clkbuf_16 > clkbuf_16 > clkdlybuf4s50_1` |
| Yosys top cell by instances | `and3_1` |
| YS chip area | `around 2500 µm²` |
| Slowest cell on the critical path | `clkdlybuf4s50_1` |
| Setup TNS Final | `0 ps` |
| Post-route setup slack | `slightly below 900 ps` |
| Max-area cell share | `0.344` |
| Non-Filler Cell Area, Final | `5370 µm²` |
| Post-synth regs | `36` |
| Routed WL | `13500 µm` |
| Filler cells | `2040` |
| Synth Area per Inst | `10.1 µm²` |
| Power Density | `298 nW/µm²` |
| TritonCTS clock tree | `built` |
| Placed Area | `5160 µm²` |
| Routability cong. | `0.833` |
[state kept, by name (all words and copies together) (netlist names)]
register,flops
addr_lock_r,32
state_r,4
[kinds of logic (layout without fill, tap and decap cells)]
family / after synthesis / after routing / synth area share
and+or+nand+nor: 134 / 134 / 0.407
buffers and inverters: 42 / 265 / 0.0889
AOI/OAI and AO/OA: 39 / 39 / 0.148
DFF: 36 / 36 / 0.354
other: 1 / 5 / 0.00147
[placed cells by master (no fill, tap or decap)]
master and instances:
clkbuf_1 1, conb_1 4, dfstp_2 1, dfrtp_1 35, nand4bb_1 32, clkdlybuf4s50_1 243
o211a_1 30, o221a_2 2, buf_4 5, nand3b_1 31, buf_2 3, and3_2 2
and3_1 62, and2_1 3, clkinv_2 1, o21ai_0 3, o41a_1 1, and2_2 1
clkbuf_16 8, diode_2 1, nand2_1 2, o21a_1 1, nor3b_1 1, a221o_1 1
inv_1 4, a22o_2 1
[routing by layer]
layer / vias to the layer above / track usage
met1: 1399 / 0.119
met4: 0 / 0.0153
met2: 122 / 0.172
met5: - / 0
met3: 14 / 0.0310
li1: 1405 / -
[per-stage QoR]
step | std cells | total power, µW | util | hold WS [ps]
2_1_floorplan | 255 | 706 | - | 472
3_3_place_gp | 733 | 1190 | 0.264 | 505
3_5_place_dp | 733 | 1210 | 0.264 | 512
4_1_cts | 743 | 1650 | 0.275 | 525
5_1_grt | 743 | 1720 | 0.275 | 530
6_report | 744 | 1600 | 0.275 | 522
[path summary, 6_finish.rpt]
kind / startpoint / end / slack [ps] / cells after the start
worst max-delay path: clk / bram_clk / 890 / 3
worst min-delay path: addr_lock_r[28] / addr_lock_r[28] / 520 / 1
worst max register to register: state_r[0] / addr_lock_r[31] / 2720 / 4
worst min register to register: addr_lock_r[28] / addr_lock_r[28] / 520 / 1
max in group asynchronous: rst_n / state_r[0] / 4040 / 2
min in group asynchronous: rst_n / addr_lock_r[9] / 690 / 2
[worst max-delay path, delay by kind of cell]
kind                   cells  cell delay (ps)
buffers and inverters      3              640
[power by group through the flow]
stage	sequential, µW	clock (µW)	combinational (µW)
global route	527	466	730
CTS	504	451	690
finish	503	428	672
[area by class of cell]
class                           count  area [µm²]  area share
Antenna cell                        1        2.50    0.000466
Tap cell                          265         332      0.0617
Sequential cell                    36         902       0.168
Inverter                            4        15.0     0.00279
Clock buffer                       10         214      0.0398
Multi-Input combinational cell    177        1430       0.266
Clock inverter                      1        5.00    0.000931
Timing Repair Buffer              250        2470       0.461
Power figures rest on the tool's default switching activity, not on a simulated workload.
